### /design/flow/run.sh
#!/bin/bash
# OpenROAD 26Q1-2900-gdf79404cd8, Yosys 0.63+post, stock flow scripts
make -C /OpenROAD-flow-scripts/flow DESIGN_CONFIG=/design/flow/config.mk WORK_HOME=/design/flow/orfs finish
### /design/flow/config.mk
export PLATFORM = sky130hd
export DESIGN_NAME = alu
export DESIGN_NICKNAME = alu
export VERILOG_FILES = /design/flow/design.v
export SDC_FILE = /design/flow/constraint.sdc
export NUM_CORES = 4
export LEC_CHECK = 1
export CORE_UTILIZATION = 30
### /design/flow/constraint.sdc
current_design alu

set clk_period 15.4
set clk_io_pct 0.2

create_clock -name clk0 -period $clk_period

set non_clock_inputs [all_inputs -no_clocks]
set_input_delay [expr $clk_period * $clk_io_pct] -clock clk0 $non_clock_inputs
set_output_delay [expr $clk_period * $clk_io_pct] -clock clk0 [all_outputs]
### /design/flow/design.v
`timescale 1ns/10ps
module alu (A, B, ctrl, result, negative, zero, overflow, cout);
    input  logic [31:0] A, B;
    input  logic [ 2:0] ctrl;
    output logic [31:0] result;
    output logic        negative, zero, overflow, cout;
    logic [32:0] result_w_cout;
    always_comb begin
        case (ctrl)
            3'd0:    result_w_cout = {1'b0, A};
            3'd1:    result_w_cout = {1'b0, B};
            3'd2:    result_w_cout = A + B;
            3'd3:    result_w_cout = A - B;
            3'd4:    result_w_cout = ~A;
            3'd5:    result_w_cout = A & B;
            3'd6:    result_w_cout = A | B;
            3'd7:    result_w_cout = A ^ B;
            default: result_w_cout = 'x;
        endcase
    end
    logic overflow_add, overflow_sub;
    assign overflow_add = (A[31] == B[31]) && (A[31] != result[31]); 
    assign overflow_sub = (A[31] != B[31]) && (A[31] != result[31]);
    assign result = result_w_cout[31:0];
    assign negative = result[31];
    assign zero     = (result == 0);
    always_comb begin
        case (ctrl)
            3'd2: overflow = overflow_add;
            3'd3: overflow = overflow_sub;
            default: overflow = 1'bx;
        endcase
    end
    assign cout = result_w_cout[32];
endmodule
==> impl_metrics.ini <==
; generated from flow reports
[outcome]
status = finished, final reports clean

[worst_setup_path]
worstPathMaxFanout = 7
critPathLaunchType = input port
worstPathRequired_ns = 12.32
endpoint_kind = output pin
cp-endpoint = zero
worstPathArrival_ns = 9.59
critical_path.startpoint = B[4]
worstSetupPathType = in -> out

[job]
log.warning_count = 65
maxCapViolCount = 0

[power]
switching_share_pct = 54.0
pwr-share-comb_pct = 100.0
internal_power_uw = 127
power_density_nw_per_um2 = 40.8
totalPowerFinal_uw = 276
p_seq_share_pct = 0
switchingPower_uw = 149
clkPwrFrac_pct = 0
peakVddDrop_uv = 16.2
p_leak_uw = 0.00298

[timing]
rsz0062_at_grt = false
period_used_pct = 82.3
min_period_ns = 12.67
max_freq_mhz = 78.9
max-slew-margin-rel_pct = 41.6
hold_violations = 0
fin_tns_setup_ns = 0
worst_slack_ns = 2.73
drv_slew = 0
worst_slew_pin_slew_ns = 0.869
report.final.setup_viol = 0

[clock_tree]
ctsResizeCount = 0
cts_setup_buffers = 0
postCtsHoldBufs = 0

[drt]
routed_wl_um = 20200
routed-via-count = 6200
viasPerCell = 5.60
drc = 0
drtIter0Drc = 467
avgRoutedWirePerCell_um = 18.2
antennaDiodeCount = 0
antenna_left = 0
dr.pass1.iters = 21

[synth]
synth_area_um2 = 5590
ys_sh_simple_pct = 19.9
yosys_warnings = 1
synthAoiAreaFrac_pct = 31.3
fa_ha_area_share_pct = 22.1
ys_cells = 816
syn_area_per_cell_um2 = 6.85
xor_share_pct = 7.83
yosys.stat.seqShare_pct = 0
yosys-stat-area_um2 = 5590
synthDistinctLibCells = 78
logic_family = AND-OR/OR-AND gates
synthesis.instances = 816
ys_sh_mux_pct = 9.29

[placement]
place_area_um2 = 6760
portBuffers = 103
dp_hpwl_um = 15800
post-place-ws_ns = 2.75
dp_cells = 1108
gp_congestion = 0.967

[cells_and_area]
drive_above_1_share_pct = 4.89
fill_cells = 1837
syn_to_final_growth_pct = 20.8
seq_cells = 0
seq_area_um2 = 0
clock_buffers = 0
finish.instance_area_um2 = 6760
fin_cells = 1108

[floorplanning]
fp_util_pct = 30.9
io_pins = 103
rows = 49
die_area_um2 = 19200
die_x_um = 139
core_um2 = 18100
die_height_um = 139

[global_routing]
first_global_vias = 5758
grt.overflow.total = 0
antenna_found_initial = 0
grtUsageTotal_pct = 21.3
grt_max_degree = 61
grt_pass1_wl_um = 32100

[hold_path]
hold_path_class = in -> out
min-delay-start = ctrl[0]
how the worst min path moves through the flow:
stage | endpoint | slack, ns | depth (start not counted)
finish | result[0] | 7.08 | 4
CTS | result[2] | 7.09 | 4
global route | result[0] | 7.15 | 4
Yosys cell counts (all sizes together), types with 9 or more instances:
master   n  area, µm²
nor2b    9       56.3
mux4    10        225
nand2   63        236
ha      97       1210
o211ai  10       75.1
a31oi   18        128
buf     26        126
o22ai   17        106
nand3   14       70.1
xnor2   42        368
nor2    70        263
o21ai   61        305
nand4   10       62.6
inv     87        327
a21oi   65        333
mux2i   26        260
a21o    15        113
clkbuf  23       86.3
nor3    10       50.1
stage by stage:
stage	hold WS [ns]	util, %
floorplan	6.23	-
global placement	7.09	37.4
detailed placement	7.08	37.4
CTS	7.09	37.4
global route	7.15	37.4
finish	7.08	37.4
area by class of cell:
type,instances,area (µm²),share of cell area (%)
inverters,87,327,4.83
multi-input cells,680,5050,74.8
well taps,229,287,4.24
repair buffers,112,1090,16.1
critical path, stage by stage:
cell and delay, ns:
clkdlybuf4s50_1 0.53, nor4_1 0.55, nand3_1 0.23, nor4_1 0.50, nand2_1 0.19, nor4_1 0.70
and2_1 0.26, nor2_1 0.06, xnor2_1 0.13, ha_1 0.39, a21oi_1 0.31, nand2_1 0.17
a21o_1 0.19, nor3_1 0.19, a21o_1 0.28, xnor2_1 0.10, mux4_2 0.51, or4_1 0.46
nor4b_2 0.26, clkdlybuf4s50_1 0.49
cells by family (layout without fill, tap and decap cells):
family,count (synthesis),count (layout)
buffers and inverters,136,199
XOR/XNOR,50,50
multiplexers,39,39
AND-OR/OR-AND,266,266
AND/OR/NAND/NOR,227,227
adder cells (fa/ha/maj),98,98
layout by cell type, fill, tap and decap left out, types with 14 or more instances in the layout:
cell             instances
a21o_1                  15
a21oi_1                 63
a31oi_1                 17
clkdlybuf4s50_1        101
ha_1                    97
inv_1                   86
mux2i_1                 26
nand2_1                 63
nand3_1                 14
nor2_1                  70
o21ai_0                 59
o22ai_1                 17
xnor2_1                 42
routing by layer:
metal  track usage, %  up-vias  share of wire [%]
li1                 -     3085                  -
met1             30.7     2863                 47
met2             34.9      230                 45
met3             2.36       22                6.2
met4             3.31        0                1.7
met5                0        -                  0
power by group through the flow:
stage / clock (µW) / sequential (µW) / combinational (µW)
4_1_cts: 0 / 0 / 274
5_1_grt: 0 / 0 / 305
6_report: 0 / 0 / 276
No activity file was given, so power comes from the tool's default toggle rates.
