==> design/flow/design.v <==
`timescale 1ns/10ps
module shifter (in, op, shAmt, out);
    input  logic [31:0] in, shAmt;
    input  logic [ 1:0] op;      
    output logic [31:0] out;
    logic [127:0] temp;
    always_comb begin
        case(op)
            2'b00: out = in << shAmt;             
            2'b01: out = in >> shAmt;             
            2'b10: out = $signed(in) >>> shAmt;   
            2'b11: begin
                temp = {in, in} >> shAmt;
                out = temp[31:0];                 
            end
        endcase
    end
endmodule
==> design/flow/run.sh <==
#!/bin/bash
# OpenROAD 26Q1-2900-gdf79404cd8, Yosys 0.63+post, stock flow scripts
make -C /OpenROAD-flow-scripts/flow DESIGN_CONFIG=/design/flow/config.mk WORK_HOME=/design/flow/orfs finish
==> design/flow/config.mk <==
export PLATFORM = sky130hd
export DESIGN_NAME = shifter
export DESIGN_NICKNAME = shifter
export VERILOG_FILES = /design/flow/design.v
export SDC_FILE = /design/flow/constraint.sdc
export NUM_CORES = 4
export LEC_CHECK = 1
export CORE_UTILIZATION = 50
export SYNTH_HDL_FRONTEND = slang
==> design/flow/constraint.sdc <==
current_design shifter

set clk_period 12.0
set clk_io_pct 0.2

create_clock -name clk0 -period $clk_period

set non_clock_inputs [all_inputs -no_clocks]
set_input_delay [expr $clk_period * $clk_io_pct] -clock clk0 $non_clock_inputs
set_output_delay [expr $clk_period * $clk_io_pct] -clock clk0 [all_outputs]
==> ci_impl_report.md <==
### Yosys + OpenROAD results

| Metric | Value |
|---|---|
| Result of the run | finished, final reports clean |
| Startpoint type of the worst setup path | primary input |
| Initial antenna violation count | 1 |
| CP peak stage delay | 980 ps |
| Post-place instance area | 7120 um2 |
| OpenROAD warning count | 33 |
| Mapped cell area | 6170 um2 |
| Remaining antenna violation count | 0 |
| Global-route wire length before repair | 48.3 mm |
| Chip Area | 12800 um2 |
| Final Setup Violations | 0 |
| Final WL | 31.9 mm |
| Max-capacitance violation count | 0 |
| Final Cell Area | 7120 um2 |
| Layout cells sized above 1 | 0.144 |
| Max-slew headroom at the worst pin | 0.190 |
| Pin count of the biggest net entering global routing | 66 |
| Number of clock buffers in the layout | 0 |
| Final count of hold timing violations | 0 |
| Maximum clock frequency | 108 MHz |
| Overall Global Routing Usage | 0.514 |
| Number of buffers inserted for hold repair after clock tree synthesis | 0 |
| Placeable core region | 12000 um2 |
| Number of buffers added for setup after CTS | 0 |
| Endpoint kind of the worst setup timing path | output port |
| Leftover overflow at the end of global routing | 0 |
| Final Critical Period | 9250 ps |
| Critical path class | in -> out |
| Chip height | 113 um |
| CP Data Required Time | 9600 ps |
| Yosys cell count | 880 |
| Leading cell types in the layout, fill and taps excluded | sky130_fd_sc_hd__nand2_1, sky130_fd_sc_hd__clkdlybuf4s50_1, sky130_fd_sc_hd__nor2_1, sky130_fd_sc_hd__mux2i_1, sky130_fd_sc_hd__o21ai_0 |
| HPWL after detailed placement | 22.9 mm |
| Weighted congestion reported at the end of routability-driven placement | 1.15 |
| Routed wire length per instance | 30.0 um |
| Total negative setup slack | 0 ps |
| Number of pins exceeding their max-slew limit in the final report | 0 |
| Via-per-instance ratio | 8.09 |
| Data arrival time of the worst path | 6850 ps |
| Kind of path behind the tightest hold check | in -> out |
| Fill cell instance count of the final layout | 1100 |
| Cell breakdown of the critical path | buf_4 -> buf_4 -> inv_2 -> mux2i_1 -> a2bb2oi_1 -> mux2i_1 -> a211oi_1 -> a311oi_1 -> or4_1 -> clkdlybuf4s50_1 |
| Logic area | 5730 um2 |
| Syn avg cell area | 7.01 um2 |
| Number of iterations in the first detailed-routing pass | 8 |
| Static leakage power | 2.51 nW |
| Instance tally after logic synthesis | 880 |
| Crit path max fanout | 61 |
| Distinct cell type count of the synthesized netlist | 75 |
| DRC violations left | 0 |
| Number of flip-flops and latches | 0 |
| Critical path's slowest cell | sky130_fd_sc_hd__mux2i_1 |
| Unrepaired setup endpoints after global routing | false |
| Top-Level Pins | 98 |
| Number of diodes added for antenna fixing | 0 |
| Number of global-route vias before repair | 8046 |
| Chip area in the Yosys report | 6170 um2 |
| Number of DRC markers after the initial detailed-route iteration | 1247 |
| Growth of design area from synthesis to finish | 15.5% |
| Tcrit/Tclk final | 0.771 |
| Count of cells resized by post-cts repair | 0 |
| Total number of yosys warnings | 0 |
| Count of standard-cell rows | 40 |
| Number of vias in the routed layout | 8608 |
| Pwr/cell area | 42.0 nW/um2 |
| Floorplan utilization | 0.513 |
| Most common cell after layout, fill and taps aside | sky130_fd_sc_hd__nand2_1 |
| Area taken by flip-flops and latches | 0 um2 |
| Slew of the pin with the lowest slew margin | 1180 ps |
| Die X | 113 um |
| Sequential fraction of the synthesis area | 0 |
| Maximum ir drop on the vdd rail | 48.7 uV |
| Port Buf Inserts | 98 |
[metrics by stage]
stage	worst slack (ps)	hold slack [ps]	total power, mW	cells	util
2_1_floorplan	5310	4990	0.173	880	-
3_3_place_gp	3050	5850	0.280	1064	0.593
3_5_place_dp	3060	5860	0.281	1064	0.593
4_1_cts	3060	5860	0.283	1064	0.593
5_1_grt	2730	5930	0.311	1064	0.593
6_report	2750	5910	0.299	1064	0.593
[cell families (layout without fill, tap and decap cells)]
| group | count (synthesis) | after routing | share of synthesized area |
|---|---|---|---|
| mux | 152 | 152 | 0.338 |
| compound gates | 291 | 291 | 0.326 |
| simple gates | 338 | 338 | 0.265 |
| buf+inv | 99 | 136 | 0.0714 |
[area by class of cell]
| cell class | count | area share |
|---|---|---|
| Inverter | 10 | 0.00527 |
| Multi-Input combinational cell | 781 | 0.804 |
| Timing Repair Buffer | 126 | 0.164 |
| Tap cell | 147 | 0.0258 |
[worst paths after layout]
path | slack (ps) | cells past startpoint | from | end
worst max-delay path | 2750 | 10 | shAmt[1] | out[20]
worst min-delay path | 5910 | 5 | shAmt[4] | out[8]
[layer usage]
layer,GRT usage,wire length [um]
met5,0,13
met4,0.296,2560
met3,0.240,5400
met2,0.710,12800
met1,0.663,11100
[report_power, final]
part / internal (mW) / total (mW) / switching (mW) / leakage, nW
clock: 0 / 0 / 0 / 0
sequential: 0 / 0 / 0 / 0
combinational: 0.117 / 0.299 / 0.182 / 2.51
total: 0.117 / 0.299 / 0.182 / 2.51
[synth_stat cells (all sizes together) (17+ instances only)]
library cell  count  area, um2
buf              36        203
nor2             84        315
o22ai            19        119
nand3            42        210
a31oi            17        113
clkbuf           53        200
o211ai           18        140
a21oi            49        245
nor3             29        145
nand2           104        390
o21ai            56        280
mux4             42        946
mux2             31        349
mux2i            79        791
[worst max-delay path, delay by kind of cell]
| family | cells | cell delay [ps] |
|---|---|---|
| and+or+nand+nor | 1 | 570 |
| muxes | 2 | 1180 |
| AOI/OAI and AO/OA | 3 | 890 |
| buffers and inverters | 4 | 1770 |
Power is estimated from default activity; no workload was simulated.
