==> /design/flow/design.v <==
`timescale 1ns/10ps
module regfile (rdAddr1, rdAddr2, rdData1, rdData2, rdPC, wrAddr, wrData, wrPC, wrEn, clk, rst);
    input  logic [ 3:0] rdAddr1, rdAddr2, wrAddr;
    input  logic        clk, rst, wrEn;
    input  logic [31:0] wrData, wrPC;
    output logic [31:0] rdData1, rdData2, rdPC;
    logic [15:0][31:0] mem;
    assign rdData1 = mem[rdAddr1];
    assign rdData2 = mem[rdAddr2];
    always_ff @(posedge clk)
        rdPC <= mem[15];
    always_ff @(negedge clk) begin
        if (rst) mem <= '0;
        else begin
            if (wrEn && wrAddr < 15) mem[wrAddr] <= wrData;
            mem[15] <= wrPC;
        end
    end
endmodule
==> /design/flow/run.sh <==
#!/bin/bash
# OpenROAD 26Q1-2900-gdf79404cd8, Yosys 0.63+post, stock flow scripts
make -C /OpenROAD-flow-scripts/flow DESIGN_CONFIG=/design/flow/config.mk WORK_HOME=/design/flow/orfs finish
==> /design/flow/config.mk <==
export PLATFORM = sky130hd
export DESIGN_NAME = regfile
export DESIGN_NICKNAME = regfile
export VERILOG_FILES = /design/flow/design.v
export SDC_FILE = /design/flow/constraint.sdc
export NUM_CORES = 4
export LEC_CHECK = 1
export CORE_UTILIZATION = 50
==> /design/flow/constraint.sdc <==
current_design regfile

set clk_period 37.3
set clk_io_pct 0.2

create_clock -name clk0 -period $clk_period [get_ports {clk}]

set non_clock_inputs [all_inputs -no_clocks]
set_input_delay [expr $clk_period * $clk_io_pct] -clock clk0 $non_clock_inputs
set_output_delay [expr $clk_period * $clk_io_pct] -clock clk0 [all_outputs]
==> metrics.yaml <==
status: "completed"
vias_per_cell: 5.618
wire_per_inst_um: 22.00
critPathMaxFanout: 17
final_antenna_net_count: 0
worst_pin_slew_ps: 845.6
cts.sink_count: 544
topCellsByArea: "dfxtp_1 (40%), mux4_2 (21%), mux2i_1 (16%)"
crit_chain: "clkdlybuf4s50_1, inv_1, ha_1, nand2b_2, a2111oi_4, nand3_4, buf_4, mux2i_1"
firstDrtPassIters: 5
regArea_mm2: 0.01089
synthArstFlopShare: 0
clk_path_buf_depth: 3
h-tree-depth: 2
grt_pass1_vias: 21640
cp-end-kind: "register"
ys_seq_frac: 0.3974
hold_buffers: 0
ys.flops: 544
vias: 20430
drive_gt1_frac: 0.1459
slew_viol_final: 0
cpPeakStageDelay_ps: 680
most_common_cell: "dfxtp_1"
critical_path_required_ps: 19130
yosys-stat-cells: 2331
core_mm2: 0.05403
post-cts-setup-buffer-count: 0
start_kind: "primary input"
grt_start_max_net_pins: 173
p_per_area_mw_per_mm2: 46.56
timing.max_cap.violations: 0
synth.distinct_cells: 30
core_util_floorplan: 0.5072
yosys_area_mm2: 0.02740
cts_resized: 0
rsz0062_at_grt: "false"
worstReg2RegStart: "mem[505]"
dp_cells: 3015
cts_tree: "done"
antenna_found_initial: 0
detail_route.wirelength_mm: 80.00
combGateArea_mm2: 0.01555
log.warning_count: 542
top_cells_by_count: "dfxtp_1 (544), nand2b_1 (481), mux2i_1 (448)"
hold_class: "reg -> reg"
insertion_delay_ps: 650
ios: 175
ys_warn_count: 1
drc: 0
fin_skew_ps: 32.51
critPathSlowestCell: "a2111oi_4"
die_y_um: 236.1
timing.slew.headroom: 0.4363
cp-startpoint: "wrAddr[0]"
grt.overflow.total: 0
grt_usage: 0.3100
synth_cells: 2331
crit_buf_inv: 3
yosys_most_used_dff: "dfxtp_1"
final-hold-violation-count: 0
area_growth_pct: 22.09
avgSynthCellArea_um2: 11.76
clockRootBuffer: "clkbuf_16"
dpl.hpwl_mm: 44.56
dieArea_mm2: 0.05574
fin_util: 0.6192
worst-endpoint-arrival_ps: 10640
place.port_buffers: 174
fin_setup_tns_ps: 0
cpLargestDelayFamily: "buffers and inverters"
die_w_um: 236.1
min_from: "mem[18]"
leakagePower_nw: 16.29
largest_area_cell: "dfxtp_1"
numCtsBuffers: 61
nFillCells: 4187
timing_worst_setup_path_type: "in -> reg"
edf_count: 0
place.gp.congestion: 0.8447
std_cell_rows: 85
stdcell_count: 3637
drt_iter0_markers: 1119
p_total_mw: 1.558
syn_area_mm2: 0.02740
grt_pass1_wl_mm: 122.6
clk_pin_slew_ps: 30
antenna_cells: 0
top_cell_area_share: 0.3974
setup_viol: 0
ir_drop_v: 0.00004158
[cells in the final DEF, fill, tap and decap left out, types with 5 or more instances in the layout]
| cell | count |
|---|---|
| nor2b_1 | 33 |
| a21oi_1 | 32 |
| nand3_2 | 10 |
| nand2_1 | 130 |
| clkbuf_8 | 6 |
| bufinv_16 | 10 |
| nand2b_1 | 481 |
| clkbuf_16 | 63 |
| mux4_2 | 256 |
| a22oi_1 | 128 |
| dfxtp_1 | 544 |
| clkinvlp_2 | 8 |
| clkbuf_1 | 7 |
| mux2i_1 | 448 |
| clkdlybuf4s50_1 | 169 |
| inv_1 | 523 |
| buf_4 | 44 |
| clkinv_1 | 5 |
[sequential cells by signal (all words and copies together) (netlist names)]
signal,count
mem,512
rdPC,32
[cells by family (layout without fill, tap and decap cells)]
| group | count (synthesis) | count (layout) | share of synthesized area |
|---|---|---|---|
| and+or+nand+nor | 680 | 680 | 0.1449 |
| buffers and inverters | 236 | 846 | 0.03849 |
| adders and majority gates | 3 | 3 | 0.001370 |
| muxes | 704 | 704 | 0.3741 |
| AOI/OAI and AO/OA | 164 | 164 | 0.04370 |
| DFF | 544 | 544 | 0.3974 |
[path summary, 6_finish.rpt]
check / to / slack (ps) / cells after the start
setup / recovery: mem[468] / 8490 / 8
hold / removal: mem[18] / 460 / 2
setup reg to reg: rdPC[25] / 18000 / 0
hold reg to reg: mem[18] / 460 / 2
[area by class of cell]
| cell class | instances | area share |
|---|---|---|
| timing repair buffer | 219 | 0.06298 |
| multi-input combinational | 1551 | 0.4650 |
| tap | 696 | 0.02603 |
| sequential | 544 | 0.3255 |
| clock buffer | 74 | 0.04956 |
| inverter | 4 | 0.0004488 |
| clock inverter | 549 | 0.07046 |
[metrics by stage]
stage          worst slack (ps)  area, µm²  hold WS, ps
3_5_place_dp               7850      29440        457.9
5_1_grt                    8370      33450        479.5
4_1_cts                    8523      33450        464.1
2_1_floorplan              9325      27400        439.0
6_report                   8491      33450        460.9
3_3_place_gp               7918      29440        449.4
[power by group]
part | total, mW | switching [mW] | internal [mW]
clock | 0.844 | 0.388 | 0.455
sequential | 0.603 | 0.00683 | 0.596
combinational | 0.111 | 0.0606 | 0.0503
total | 1.56 | 0.456 | 1.10
[metal layers]
metal | track usage | wire, µm
met5 | 0.002597 | 0
met1 | 0.4226 | 32660
met3 | 0.1179 | 6580
met2 | 0.4656 | 38210
met4 | 0.1232 | 2549
